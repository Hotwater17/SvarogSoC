==> design/flow/design.v <==
module apb_uart #(
    parameter DATA_WIDTH = 32
    )(
    input									clk_i,
	input									reset_i,
	input									pclk,
	input									presetn,
	input		[3:0]			            paddr,
	input									psel,
	input									penable,
	input									pwrite,
	input		[DATA_WIDTH-1:0]			pwdata,
	output reg								pready,
	output reg	[DATA_WIDTH-1:0]			prdata,
	output reg								pslverr,
    input                                   uart_rx,
    output reg                              uart_tx
);
logic data_sel;
logic baud_sel;
logic cpu_wr;
logic cpu_rd;
logic [DATA_WIDTH-1:0] uart_rdata;
assign pslverr	= 1'b0;
assign data_sel = (paddr == 4'h0);
assign baud_sel = (paddr == 4'h4);  
assign cpu_wr = psel & penable & pwrite;
assign cpu_rd = psel & penable & ~pwrite;
micro_uart UART(
    .clk(clk_i),
    .reset_n(reset_i),
    .data_select(data_sel),
    .baud_select(baud_sel),
    .cpu_read(cpu_rd),
    .cpu_write(cpu_wr),
    .cpu_wdata(pwdata[15:0]),
    .cpu_rdata(uart_rdata[15:0]),
    .ser_in(uart_rx),
    .ser_out(uart_tx)
);
enum int {IDLE,ACCESS} thisState, nextState;
always_comb begin : apbNextStateLogic
	nextState = thisState;
	unique case(thisState)
		IDLE : if(psel && !penable) nextState =  ACCESS; 
		ACCESS : if(psel && penable && pready) nextState = IDLE;
	endcase
end : apbNextStateLogic	
always_ff @(posedge pclk or negedge presetn) begin : apbNextStateFSM
	if(!presetn) begin
		thisState <= IDLE;
	end
	else begin 
		thisState <= nextState;
	end
end : apbNextStateFSM
always_comb	begin	:	apbTransferDataLogic
		unique case(thisState)
			IDLE	:	begin
				prdata	=	32'h0;
				pready	=	1'b0;
			end
			ACCESS	:	begin
                prdata  =   cpu_rd ? uart_rdata : 32'h00000000;
				pready	=	1'b1;
			end
			default	:	begin
				prdata	=	32'h0;
				pready	=	1'b0;
			end
		endcase
end	:	apbTransferDataLogic
endmodule
module micro_uart
(
   input             clk,             
   input             reset_n,         
   input             data_select,     
   input             baud_select,     
   input             cpu_read,        
   input             cpu_write,       
   input      [15:0] cpu_wdata,       
   output reg [15:0] cpu_rdata,       
   input             ser_in,          
   output reg        ser_out          
);
localparam TX_IDLE = 2'h0,
           TX_TICK = 2'h1,
           TX_SS   = 2'h2,
           TX_DATA = 2'h3,
           RX_IDLE = 2'h0,
           RX_DATA = 2'h1,
           RX_LOAD = 2'h2,
           RX_STOP = 2'h3;
reg [15:0] baud_rate,baud_count;
wire       samp_tick;
reg  [2:0] tx_bit_cnt, nxt_tx_bit_cnt;
reg  [2:0] tx_samp_cnt,nxt_tx_samp_cnt;
reg  [1:0] tx_state,   nxt_tx_state;
reg  [7:0] shift_out,  nxt_shift_out;
reg        ser_in_meta,ser_in_sync;
reg  [2:0] rx_bit_cnt, nxt_rx_bit_cnt;
reg  [2:0] rx_samp_cnt,nxt_rx_samp_cnt;
reg  [1:0] rx_state,   nxt_rx_state;
reg  [7:0] shift_in,   nxt_shift_in;
reg  [7:0] rec_reg;
reg        rx_transfer;  
reg        rec_has_data;
reg        overflow;
   always @( * )
   begin
      nxt_tx_state    = tx_state;
      nxt_tx_bit_cnt  = tx_bit_cnt;
      nxt_tx_samp_cnt = tx_samp_cnt;
      nxt_shift_out   = shift_out;
      case (tx_state)
      TX_IDLE :
         begin
           ser_out = 1'b1;
           if (cpu_write & data_select)
           begin
              nxt_shift_out  = cpu_wdata[7:0];
              nxt_tx_state   = TX_TICK;
           end
         end
      TX_TICK :
         begin
            nxt_tx_samp_cnt = 3'h0;
            nxt_tx_bit_cnt  = 3'h0;
            ser_out =  1'b1;
            if (samp_tick)
               nxt_tx_state = TX_SS;
         end
      TX_SS :
         begin
            ser_out = (tx_bit_cnt==3'h7) ? 1'b1 : 1'b0;
            if (samp_tick)
            begin
               nxt_tx_samp_cnt = tx_samp_cnt + 3'h1;
               if (tx_samp_cnt==3'h7)
               begin
                  if (tx_bit_cnt==3'h7)
                     nxt_tx_state = TX_IDLE;
                  else
                     nxt_tx_state = TX_DATA;
               end
            end
         end
      TX_DATA :
         begin
            ser_out = shift_out[0];
            if (samp_tick)
            begin
               nxt_tx_samp_cnt = tx_samp_cnt + 3'h1;
               if (tx_samp_cnt==3'h7)
               begin
                  nxt_shift_out= {1'b1,shift_out[7:1]};  
                  if (tx_bit_cnt==3'h7)
                     nxt_tx_state = TX_SS;
                  else
                     nxt_tx_bit_cnt = tx_bit_cnt + 3'h1;
               end
            end
         end
      endcase  
      nxt_rx_state    = rx_state;
      nxt_rx_bit_cnt  = rx_bit_cnt;
      nxt_rx_samp_cnt = rx_samp_cnt;
      nxt_shift_in    = shift_in;
      rx_transfer     = 1'b0;
      case (rx_state)
      RX_IDLE :
         begin
            nxt_rx_bit_cnt  = 3'h0;
            if (samp_tick)
            begin
               if (ser_in_sync==1'b0)
               begin
                  nxt_rx_samp_cnt = rx_samp_cnt + 3'h1;
                  if (rx_samp_cnt==3'h4)  
                     nxt_rx_state = RX_DATA;
               end
               else
                  nxt_rx_samp_cnt = 3'h0;
             end
         end
      RX_DATA :
         if (samp_tick)
         begin
            nxt_rx_samp_cnt = rx_samp_cnt + 3'h1;
            if (rx_samp_cnt==3'h3)
            begin
               nxt_shift_in= {ser_in_sync,shift_in[7:1]};  
               nxt_rx_bit_cnt = rx_bit_cnt + 3'h1;
               if (rx_bit_cnt==3'h7)
                  nxt_rx_state = RX_LOAD;
            end
         end
      RX_LOAD :
         if (samp_tick)
         begin
            rx_transfer = (rx_samp_cnt==3'h4);
            nxt_rx_samp_cnt = rx_samp_cnt + 3'h1;
            if (rx_samp_cnt==3'h7)
               nxt_rx_state = RX_STOP;
         end
      RX_STOP :
         if (samp_tick)
         begin
            if (ser_in_sync==1'b1)
            begin
               nxt_rx_samp_cnt = rx_samp_cnt + 3'h1;
               if (rx_samp_cnt==3'h4)   
                  nxt_rx_state = RX_IDLE;
            end
            else
               nxt_rx_samp_cnt = 3'h0;
         end
      endcase  
   end  
   assign samp_tick = (baud_count==16'h0000);
   always @(posedge clk or negedge reset_n)
   begin
      if (!reset_n)
      begin
         ser_in_meta  <= 1'b0;
         ser_in_sync  <= 1'b0;
         rec_has_data <= 1'b0;
         overflow     <= 1'b0;
         baud_count   <= 16'h0;  
         tx_state    <= TX_IDLE;
         rx_state    <= RX_IDLE;
         rx_samp_cnt <= 3'h0;
         tx_samp_cnt <= 3'h0;
         shift_out   <= 8'h00;
         shift_in    <= 8'h00;
         rx_bit_cnt  <= 3'h0;
         tx_bit_cnt  <= 3'h0;
         rec_reg     <= 8'h00;
         baud_rate   <= 16'h0;
      end
      else
      begin
         ser_in_meta <= ser_in;
         ser_in_sync <= ser_in_meta;
         if (samp_tick)
            baud_count <= baud_rate;  
         else
            baud_count <= baud_count-1'b1;
         tx_bit_cnt  <= nxt_tx_bit_cnt;
         tx_samp_cnt <= nxt_tx_samp_cnt;
         tx_state    <= nxt_tx_state;
         shift_out   <= nxt_shift_out;
         rx_bit_cnt  <= nxt_rx_bit_cnt;
         rx_samp_cnt <= nxt_rx_samp_cnt;
         rx_state    <= nxt_rx_state;
         shift_in    <= nxt_shift_in;
         if (cpu_write & baud_select)
            baud_rate <= cpu_wdata[15:0];
         if (rx_transfer)
         begin
            rec_reg      <= shift_in;
            rec_has_data <= 1'b1;  
            if (cpu_read & data_select)
               overflow <= 1'b0;  
            else
               if (rec_has_data)
                  overflow <= 1'b1;
         end
         else
         begin
            if (cpu_read & data_select)
            begin
               overflow     <= 1'b0;  
               rec_has_data <= 1'b0;  
            end
         end
      end  
   end  
wire tx_ready = (tx_state==TX_IDLE);
   always @( * )
   begin
      if (cpu_read)
      begin
         if (data_select)
            cpu_rdata = {8'h00,rec_reg};
         else
         if (baud_select)
            cpu_rdata = baud_rate;
         else
            cpu_rdata = {13'h0,tx_ready,overflow,rec_has_data};
      end
      else
         cpu_rdata = 16'h0;  
   end
endmodule
==> design/flow/run.sh <==
#!/bin/bash
# OpenROAD 26Q1-2900-gdf79404cd8, Yosys 0.63+post, stock flow scripts
make -C /OpenROAD-flow-scripts/flow DESIGN_CONFIG=/design/flow/config.mk WORK_HOME=/design/flow/orfs finish
==> design/flow/config.mk <==
export PLATFORM = sky130hd
export DESIGN_NAME = apb_uart
export DESIGN_NICKNAME = apb_uart
export VERILOG_FILES = /design/flow/design.v
export SDC_FILE = /design/flow/constraint.sdc
export NUM_CORES = 4
export LEC_CHECK = 1
export CORE_UTILIZATION = 50
==> design/flow/constraint.sdc <==
current_design apb_uart

set clk_period 7.1
set clk_io_pct 0.2

create_clock -name clk0 -period $clk_period [get_ports {clk_i}]
create_clock -name clk1 -period $clk_period [get_ports {pclk}]

set non_clock_inputs [all_inputs -no_clocks]
set_input_delay [expr $clk_period * $clk_io_pct] -clock clk0 $non_clock_inputs
set_output_delay [expr $clk_period * $clk_io_pct] -clock clk0 [all_outputs]
==> results.yml <==
# implementation run metrics
run_status:
  status: "complete, no violations"
power:
  comb_power_share: 0.168
  p_leak_nw: 2.18
  netSwitchingPower_w: 0.000350
  internal_power_w: 0.000945
  vdd_drop_max_mv: 0.164
  seqPwrFrac: 0.489
  switching_share: 0.270
  power_density_mw_per_mm2: 265
  clkPwrFrac: 0.343
final_timing:
  slew_headroom: 0.468
  finalSetupViolations: 0
  fin_worst_skew_ps: 9.71
  hold_ws_ps: 356
  worstMarginPinSlew_ps: 795
  rsz0062_at_grt: "no"
  slew_viol_final: 0
  finalSetupTns_ps: 0
  hold_viol: 0
route:
  dr.pass1.iters: 4
  wirelength_mm: 7.91
  antenna_left: 0
  vias_per_cell: 5.37
  dr_total_vias: 2876
  remaining_drc_errors: 0
  diodes: 0
  drtIter0Drc: 124
  wl_per_cell_um: 14.8
yosys:
  ys_cells: 381
  ys_seq_frac: 0.497
  synthCells: 381
  yosys-stat-area_sq_mm: 0.00414
  yosys_register_bits: 82
  netlist_area_sq_mm: 0.00414
  avgSynthCellArea_sq_um: 10.9
  ys_async_sr_fraction: 1.00
  edf_count: 0
  synth_cell_types: 56
  ff_type: "dfrtp_1"
  ys.warnings.count: 19
worst_setup_path:
  crit_end: "prdata[12]"
  r2r_slack_ps: 4230
  rr_worst_depth: 6
  required_ps: 5680
  r2r_end: "UART.rec_reg[3]"
  r2r-start: "UART.baud_count[0]"
  critPathLaunchType: "input pin"
  critPathLaunch: "psel"
  endpoint_kind: "output pin"
  cp.arrival_ps: 3420
  critPathKind: "input pin to output pin"
  path_max_fanout: 8
hold_path:
  hold_path_class: "flip-flop to flip-flop"
global_route:
  grt_usage: 0.207
  grt_pass1_wl_mm: 13.4
  grt_max_degree: 57
  antenna_found_initial: 0
  grt_pass1_vias: 2714
  overflow: 0
finish:
  top_regs: "UART.baud_count: 16 flops, UART.baud_rate: 16 flops"
  syn_to_final_growth_pct: 18.0
  seq_area_sq_mm: 0.00206
  finalNonFillerCells: 536
  postLayoutCellArea_sq_mm: 0.00488
  drive_above_1_share: 0.184
  n_fill_cell: 650
  logic_area_sq_mm: 0.00192
placed_design:
  dp.cells: 516
  hpwlAfterDp_mm: 5.62
  globalplace.congestion: 0.814
  io_buffers: 44
  place_area_sq_mm: 0.00460
cts:
  cts_setup_buffers: 0
  cts.sinks: 82
  cts_tree: "done"
  cts_hold_buf: 0
  clkSlewWorstSetupHoldPaths_ps: 80
  cts_resized: 0
flow_run:
  tool_warnings: 46
  drv_cap: 0
floorplanning:
  die_x_um: 93.0
  die_area_sq_mm: 0.00864
  num_io_pins: 79
  core_area_sq_mm: 0.00785
  fp_util: 0.527
  rows: 32
  die_y_um: 93.0
==> metrics by stage <==
stage	power, W	setup WS, ps	util
6_report	0.00129	2260	0.622
5_1_grt	0.00137	2090	0.622
4_1_cts	0.00131	2220	0.622
3_5_place_dp	0.000860	2230	0.586
3_3_place_gp	0.000854	2260	0.586
2_1_floorplan	0.000790	3390	-
==> synth_stat cells, drive strengths merged (2+ instances only) <==
cell type,count,share of area
xor2,4,0.0085
a211oi,4,0.0073
clkbuf,9,0.0082
o221a,7,0.019
a22o,4,0.0085
buf,22,0.039
dfrtp,79,0.48
mux2,33,0.097
nor4,4,0.0091
a21oi,14,0.018
o21ai,14,0.017
and3,8,0.012
nand4b,4,0.0085
or3,3,0.0045
or2,9,0.014
o21bai,2,0.0036
dfstp,3,0.019
nor2b,2,0.0030
ha,12,0.036
nand4,6,0.0091
xnor2,7,0.015
nand3,16,0.019
nor3,13,0.017
mux2i,9,0.022
nor2,29,0.027
and2,2,0.0030
nand2,38,0.035
a211o,2,0.0042
nor4b,2,0.0079
inv,7,0.0064
==> layer usage <==
metal | global-route usage | up-vias | wire length (um)
met5 | 0 | - | 0
met4 | 0.0192 | 0 | 82
met3 | 0.0451 | 7 | 276
met2 | 0.279 | 40 | 3400
met1 | 0.371 | 1409 | 4150
li1 | - | 1420 | -
==> logic make-up (layout without fill, tap and decap cells) <==
| family | after synthesis | after routing | share of synthesized area |
|---|---|---|---|
| AOI/OAI and AO/OA | 54 | 54 | 0.0920 |
| xor gates and xnor gates | 11 | 11 | 0.0233 |
| adders and majority gates | 12 | 12 | 0.0363 |
| buffers and inverters | 38 | 75 | 0.0532 |
| DFF | 82 | 82 | 0.497 |
| muxes | 42 | 42 | 0.119 |
| other | 1 | 17 | 0.000907 |
| and+or+nand+nor | 141 | 141 | 0.178 |
==> worst min path at each step <==
stage / start / endpoint / slack (ps) / cells after the start
4_1_cts: UART.ser_in_meta / UART.ser_in_sync / 360 / 0
5_1_grt: UART.ser_in_meta / UART.ser_in_sync / 360 / 0
6_report: UART.ser_in_meta / UART.ser_in_sync / 360 / 0
==> power by group through the flow <==
stage / Sequential, W / Clock [W] / Combinational, W
4_1_cts: 0.000634 / 0.000458 / 0.000220
5_1_grt: 0.000648 / 0.000480 / 0.000246
6_report: 0.000634 / 0.000444 / 0.000218
==> cell usage in the layout (no fill, tap or decap), types with 3 or more instances in the layout <==
master           Yosys  routed
clkdlybuf4s50_1      0      43
mux2_4               8       8
a22o_1               4       4
bufinv_16            0       3
nand2_1             37      37
o221a_2              7       7
buf_4               18       5
xnor2_1              7       7
nand4b_1             4       4
clkbuf_8             0      12
clkbuf_1             9       3
ha_1                12      12
o21ai_0             13      13
mux2i_1              9       9
dfrtp_1             79      79
nor3_1              12      12
conb_1               1      17
nand3_1             16      16
xor2_1               4       4
nor2_1              28      28
inv_1                7       7
a211oi_1             4       4
and3_1               8       8
dfstp_2              3       3
mux2_2              24      24
or2_2                8       8
a21oi_1             13      13
nand4_1              6       6
or3_1                3       3
==> layout make-up <==
class	count	share of cell area
clock buffers	15	0.0361
multi-input cells	277	0.393
well taps	102	0.0261
repair buffers	48	0.0959
inverters	7	0.00538
flip-flops and latches	82	0.421
clock inverters	5	0.0218
==> critical path: stages <==
cell and delay, ps:
clkdlybuf4s50_1 600, nand4b_1 250, nor2_1 460, and3_1 230, clkdlybuf4s50_1 470
Power figures rest on the tool's default switching activity, not on a simulated workload.
