==> flow/design.v <==
module apb_gpio#(
	parameter ADDRESS_WIDTH = 5,
	parameter DATA_WIDTH = 32
)(
	input									clk_i,
	input									reset_i,
	input									pclk,
	input									presetn,
	input		[ADDRESS_WIDTH-1:0]			paddr,
	input									psel,
	input									penable,
	input									pwrite,
	input		[DATA_WIDTH-1:0]			pwdata,
	output reg								pready,
	output reg	[DATA_WIDTH-1:0]			prdata,
	output reg								pslverr,
	input		[DATA_WIDTH-1:0]			gpio_i,
	output reg	[DATA_WIDTH-1:0]			gpio_o,
	output reg	[DATA_WIDTH-1:0]			gpio_oe,
	output reg								irq_o
);
enum	{DIR_REG_ADR = 32'h00, OUT_REG_ADR = 32'h04, IN_REG_ADR = 32'h08, 
		IRQ_EN_REG_ADR = 32'h0C, IRQ_TRIG_REG_ADR = 32'h10, IRQ_STAT_REG_ADR = 32'h14} regAddress;
logic [DATA_WIDTH-1:0]	dir_reg,
								out_reg,
								in_reg,
								irq_en_reg,
								irq_trig_reg,
								irq_stat_reg;
enum int {IDLE, SETUP, ACCESS} thisState, nextState;
logic 							bus_rw;
logic 							bus_we;
logic								irq_status_we;
logic	[DATA_WIDTH-1:0]		irq_status_data;
logic [DATA_WIDTH-1:0]		trig_falling;
logic	[DATA_WIDTH-1:0]		trig_rising;
logic	[DATA_WIDTH-1:0]		trig_previous;
always_comb begin : apbNextStateLogic
	nextState = thisState;
	unique case(thisState)
		IDLE : if(psel && !penable) nextState =   ACCESS; 
		SETUP : begin
			nextState = ACCESS;
		end
		ACCESS : if(psel && penable && pready) nextState = IDLE;
	endcase
end : apbNextStateLogic	
always_ff @(posedge pclk or negedge presetn) begin : apbNextStateFSM
	if(!presetn) begin
		thisState <= IDLE;
		bus_rw <= 1'b0;
	end
	else begin 
		thisState <= nextState;
		if((thisState == IDLE) && psel && !penable) bus_rw <= pwrite; 
	end
end : apbNextStateFSM
always_comb	begin	:	apbTransferDataLogic
		unique case(thisState)
			IDLE	:	begin
				prdata	=	32'h0;
				pready	=	1'b0;
				bus_we	=	1'b0;
			end
			SETUP	:	begin
				prdata	=	32'h0;
				pready	=	1'b0;
				bus_we	=	1'b0;
			end
			ACCESS	:	begin
				pready	=	1'b1;
				bus_we	=	1'b1;
				if(!bus_rw)	begin
					case(paddr)
						DIR_REG_ADR			:	prdata	=	dir_reg;
						OUT_REG_ADR			:	prdata	=	out_reg;
						IN_REG_ADR			:	prdata	=	in_reg;
						IRQ_EN_REG_ADR		:	prdata	=	irq_en_reg;
						IRQ_TRIG_REG_ADR	:	prdata	=	irq_trig_reg;
						IRQ_STAT_REG_ADR	:	prdata	=	irq_stat_reg;
						default				:	prdata	=	32'h0;
					endcase
				end
				else prdata	=	32'h0;
			end
			default	:	begin
				prdata	=	32'h0;
				pready	=	1'b0;
				bus_we = 1'b0;
			end
		endcase
end	:	apbTransferDataLogic
assign pslverr	=		1'b0;
always_ff @(posedge clk_i or negedge reset_i) begin : gpioLogic
	if(!reset_i) begin
		irq_o <= 1'b0;
		dir_reg			<= 32'h0; 
		out_reg			<= 32'h0;
		in_reg			<= 32'h0;
		irq_en_reg		<= 32'h0;
		irq_trig_reg	<= 32'h0;
		irq_stat_reg	<= 32'h0;
		trig_falling	<=	32'h0;
		trig_rising		<=	32'h0;
		trig_previous	<=	32'h0;
		irq_status_data	<=	32'h0;
		irq_status_we		<=	1'b0;
	end
	else begin
		if(bus_rw && bus_we) begin
			case(paddr)
				DIR_REG_ADR			:	dir_reg			<=	pwdata;
				OUT_REG_ADR			:	out_reg			<=	pwdata;
				IN_REG_ADR			:	in_reg			<=	pwdata;
				IRQ_EN_REG_ADR		:	irq_en_reg		<=	pwdata;
				IRQ_TRIG_REG_ADR	:	irq_trig_reg	<=	pwdata;
				IRQ_STAT_REG_ADR	:	begin
						irq_status_we 	<= 1'b1; 
						irq_status_data <= pwdata;
					end
			endcase
		end
		in_reg			<= gpio_i;
		trig_previous	<=	in_reg;
		trig_falling	<=	trig_previous	&	~in_reg;
		trig_rising		<=	~trig_previous	&	in_reg;
		if(irq_status_we) begin
			irq_stat_reg	<=	irq_status_data;
			irq_status_we	<=	1'b0;
		end
		else begin
			for(int i=0; i<DATA_WIDTH; i=i+1)
			if((trig_falling[i]	&	~irq_trig_reg[i]) |
			(trig_rising[i]	&	irq_trig_reg[i])) irq_stat_reg[i]	<=	1'b1;
		end
		irq_o				<=	|(irq_en_reg	&	irq_stat_reg);
	end
end : gpioLogic	
assign gpio_oe = 	dir_reg;
assign gpio_o	=	out_reg;
endmodule
==> flow/run.sh <==
#!/bin/bash
# OpenROAD 26Q1-2900-gdf79404cd8, Yosys 0.63+post, stock flow scripts
make -C /OpenROAD-flow-scripts/flow DESIGN_CONFIG=/design/flow/config.mk WORK_HOME=/design/flow/orfs finish
==> flow/config.mk <==
export PLATFORM = sky130hd
export DESIGN_NAME = apb_gpio
export DESIGN_NICKNAME = apb_gpio
export VERILOG_FILES = /design/flow/design.v
export SDC_FILE = /design/flow/constraint.sdc
export NUM_CORES = 4
export LEC_CHECK = 1
export CORE_UTILIZATION = 40
==> flow/constraint.sdc <==
current_design apb_gpio

set clk_period 6.3
set clk_io_pct 0.2

create_clock -name clk0 -period $clk_period [get_ports {clk_i}]
create_clock -name clk1 -period $clk_period [get_ports {pclk}]

set non_clock_inputs [all_inputs -no_clocks]
set_input_delay [expr $clk_period * $clk_io_pct] -clock clk0 $non_clock_inputs
set_output_delay [expr $clk_period * $clk_io_pct] -clock clk0 [all_outputs]
==> impl_metrics.toml <==
# physical design summary
[place]
place_area_um2 = 15300
port_buffers = 172
gp_congestion = 0.832
hpwl_mm = 22.1

[routing]
wirelength_mm = 33.5
num_vias = 8436
viasPerCell = 5.32
firstDrtPassIters = 4
wire_per_inst_um = 21.1
post-route-drc-count = 0
ant_nets = 0
drt_iter0_drc = 512

[cts]
clkTransAtPathRegs_ps = 60
cts_setup_buffers = 0
cts_hold_buffers = 0
cts-resized-gates = 0
cts_sinks = 325
cts_tree = "yes"

[timing]
relSlewSlack_pct = 42.6
finalHoldViolations = 0
rsz0062_at_grt = "no"
setup_tns_ps = 0
finalClockSkew_ps = 11.0
tightest_slew_ps = 857
setup_viol = 0
hold_slack_ps = 407
final_max_slew_viol_count = 0

[worst_setup_path]
cp.arrival_ps = 3880
r2r-end = "dir_reg[21]"
worstSetupStartpointType = "primary input"
r2r_slack_ps = 4190
critPathKind = "in2out"
ff2ff_path_depth = 4
crit_fanout = 12
timing.rr.start = "bus_rw"
required_ps = 5040
end_kind = "output pin"

[cells_and_area]
syn2layout_area_growth_pct = 25.9
stdcell_area_um2 = 16500
drive_gt1_share_pct = 21.8

[synthesis]
netlist_instances = 942
ys.flops = 325
synth_cell_type_count = 37
ys.flop_type = "dfrtp_1"
area_leaders = "dfrtp_1 (62%), mux2_2 (13%), nor2b_1 (4.7%)"
yosysWarnings = 4
ys_cells = 942
top_area_cell = "dfrtp_1"
syn_area_um2 = 13100
async_reset_ff_share_pct = 100
yosysTopAreaCellShare_pct = 61.9
synth_seq_share_pct = 62.1
yosys-stat-area_um2 = 13100
edf_count = 0
synth.avg_cell_area_um2 = 13.9

[power]
power_mw = 4.48
p_leak_nw = 7.47
power_density_nw_per_um2 = 271
peakVddDrop_mv = 0.168

[global_route]
grt_max_degree = 81
track_usage_pct = 21.7
overflow = 0
grt_pass1_vias = 8659
antenna_found_initial = 1
grt_first_pass_wirelength_mm = 52.1

[min_path]
whs_path_depth = 1
holdPathEnd = "trig_rising[19]"
worst_hold_path_type = "reg2reg"
hp-start = "trig_previous[19]"

[floorplanning]
pin_count = 175
dieArea_um2 = 33500
rows = 65
die_w_um = 183
die_height_um = 183
coreArea_um2 = 31900
fp_util_pct = 41.1

[outcome]
status = "finished clean"

[flow_run]
openroad.warnings = 26
drv_cap = 0
cells in the mapped netlist, types with 3 or more instances:
master / n
mux2i_1: 58
nand3_1: 11
and3_1: 24
o22ai_1: 20
clkbuf_1: 17
o221ai_1: 9
o32ai_1: 3
nand2_1: 33
mux2_2: 157
buf_2: 20
o21ai_0: 32
buf_4: 4
or4_1: 3
a2bb2oi_1: 9
a22oi_1: 25
buf_6: 11
o22a_1: 3
dfrtp_1: 324
mux2_1: 4
nor2b_1: 99
a21oi_1: 4
a211oi_1: 32
nor2_1: 3
nand4_1: 5
a221o_1: 20
layout by cell type (no fill, tap or decap), drive strengths merged:
cell           Yosys  final
a21oi              4      4
dfstp              1      1
a22oi             25     25
inv                1      3
nor4               1      1
bufinv             0      2
nand2             33     33
clkdlybuf4s50      0    170
clkinv             0      5
o22a               3      3
clkinvlp           0      1
dfrtp            324    324
and2b              1      1
diode              0      1
o21ai             32     32
or4                3      3
o221ai             9      9
nand2b             1      1
clkbuf            17     56
nand3             12     12
o22ai             20     20
o32ai              3      3
nor3               1      1
buf               35     25
nor2b             99     99
and3              24     24
conb               1      1
a2bb2oi            9      9
nor2               3      3
nor3b              1      1
mux2             161    161
a221o             20     20
a211oi            32     32
and4bb             1      1
or4b               1      1
nand4              5      5
mux2i             58     58
nor4bb             1      1
metrics by stage:
step,cells,utilization (%),setup slack (ps)
after floorplan,942,-,2650
after global placement,1520,47.9,1270
after detailed placement,1520,47.9,1180
after CTS,1586,51.8,1160
after global routing,1586,51.8,1100
final,1587,51.8,1160
power breakdown:
group          internal, mW  switching, mW  total [mW]
Combinational        0.0776         0.0998       0.177
Clock                  1.32          0.825        2.15
Sequential             2.13         0.0210        2.15
Total                  3.53          0.945        4.48
layout make-up:
| cell class | instances | area, um2 |
|---|---|---|
| Antenna cell | 1 | 2.50 |
| Clock buffer | 56 | 1130 |
| Clock inverter | 10 | 110 |
| Fill cell | 2703 | 15400 |
| Inverter | 1 | 3.75 |
| Multi-Input combinational cell | 564 | 4680 |
| Sequential cell | 325 | 8140 |
| Tap cell | 435 | 544 |
| Timing Repair Buffer | 195 | 1890 |
worst max-delay path by stage:
stage | start | end | slack [ps]
4_1_cts | paddr[1] | prdata[19] | 1160
5_1_grt | paddr[1] | prdata[15] | 1100
6_report | paddr[1] | prdata[19] | 1160
per-layer routing:
layer,part of all wire (%),vias up,track usage [%],routed length [um]
li1,-,3826,-,-
met1,45,4286,33.7,15100
met2,45,269,32.0,15200
met3,7.5,55,6.23,2500
met4,2.4,0,4.47,796
met5,0,-,0,0
critical path, cell delays in order:
cell and delay [ps]:
clkdlybuf4s50_1 550, or4_1 830, buf_4 340, o22ai_1 220
a221o_1 210, clkdlybuf4s50_1 470
logic make-up after synthesis:
logic type             share of synthesized area [%]
flip-flops                                      62.1
buffers and inverters                           2.45
AND/OR/NAND/NOR                                 8.46
other                                         0.0286
multiplexers                                    18.3
AND-OR/OR-AND                                   8.73
Power and IR drop assume default switching activity.
